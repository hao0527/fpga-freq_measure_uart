**flow/config.mk**
```make
export PLATFORM = sky130hd
export DESIGN_NAME = fre_measure_top
export DESIGN_NICKNAME = fre_measure_top
export VERILOG_FILES = /design/flow/design.v
export SDC_FILE = /design/flow/constraint.sdc
export NUM_CORES = 4
export LEC_CHECK = 1
export CORE_UTILIZATION = 30
```
**flow/constraint.sdc**
```tcl
current_design fre_measure_top

set clk_period 4.4
set clk_io_pct 0.2

create_clock -name clk0 -period $clk_period [get_ports {clk_fx}]
create_clock -name clk1 -period $clk_period [get_ports {clk_sys}]

set non_clock_inputs [all_inputs -no_clocks]
set_input_delay [expr $clk_period * $clk_io_pct] -clock clk0 $non_clock_inputs
set_output_delay [expr $clk_period * $clk_io_pct] -clock clk0 [all_outputs]
```
**flow/design.v**
```verilog
module data_send(
	input	clk,
	input	rst_n,
	input	[31:0]	fx_cnt,  
	input	[31:0]	gate_cnt,  
	input	data_ready,  
	input	uart_tx_done,  
	output	reg [7:0]uart_tx_data,  
	output 	reg uart_tx_en  
);
reg		data_ready_d0;  
reg		data_ready_d1;  
reg		[4:0]	send_state ;  
wire	pos_data_ready;
assign pos_data_ready = (~data_ready_d1) & data_ready_d0;  
always @(posedge clk or negedge rst_n) begin
	if(!rst_n) begin
		data_ready_d0 <= 0;
		data_ready_d1 <= 0;
	end
	else begin
		data_ready_d0 <= data_ready;
        data_ready_d1 <= data_ready_d0;
	end
end
always @(posedge clk or negedge rst_n) begin
	if(!rst_n) begin
		send_state <= 4'b0;
		uart_tx_en <= 0;
		uart_tx_data <= 8'h00;
	end
	else if(pos_data_ready) begin
		uart_tx_en <= 0;
		send_state <= 4'b0;
	end
	else if(send_state == 0 && uart_tx_done) begin	 
		uart_tx_en <= 1;
		uart_tx_data <= 8'ha5;
		send_state <= 1;
	end
	else if(send_state == 1) begin
		uart_tx_en <= 0;
		send_state <= 2;
	end
	else if(send_state == 2 && uart_tx_done) begin
		uart_tx_en <= 1;
		uart_tx_data <= fx_cnt[31:24];
		send_state <= 3;
	end
	else if(send_state == 3) begin
		uart_tx_en <= 0;
		send_state <= 4;
	end
	else if(send_state == 4 && uart_tx_done) begin
		uart_tx_en <= 1;
		uart_tx_data <= fx_cnt[23:16];
		send_state <= 5;
	end
	else if(send_state == 5) begin
		uart_tx_en <= 0;
		send_state <= 6;
	end
	else if(send_state == 6 && uart_tx_done) begin
		uart_tx_en <= 1;
		uart_tx_data <= fx_cnt[15:8];
		send_state <= 7;
	end
	else if(send_state == 7) begin
		uart_tx_en <= 0;
		send_state <= 8;
	end
	else if(send_state == 8 && uart_tx_done) begin
		uart_tx_en <= 1;
		uart_tx_data <= fx_cnt[7:0];
		send_state <= 9;
	end
	else if(send_state == 9) begin
		uart_tx_en <= 0;
		send_state <= 10;
	end
	else if(send_state == 10 && uart_tx_done) begin
		uart_tx_en <= 1;
		uart_tx_data <= gate_cnt[31:24];
		send_state <= 11;
	end
	else if(send_state == 11) begin
		uart_tx_en <= 0;
		send_state <= 12;
	end
	else if(send_state == 12 && uart_tx_done) begin
		uart_tx_en <= 1;
		uart_tx_data <= gate_cnt[23:16];
		send_state <= 13;
	end
	else if(send_state == 13) begin
		uart_tx_en <= 0;
		send_state <= 14;
	end
	else if(send_state == 14 && uart_tx_done) begin
		uart_tx_en <= 1;
		uart_tx_data <= gate_cnt[15:8];
		send_state <= 15;
	end
	else if(send_state == 15) begin
		uart_tx_en <= 0;
		send_state <= 16;
	end
	else if(send_state == 16 && uart_tx_done) begin
		uart_tx_en <= 1;
		uart_tx_data <= gate_cnt[7:0];
		send_state <= 17;
	end
	else if(send_state == 17) begin
		uart_tx_en <= 0;
		send_state <= 18;
	end
	else if(send_state == 18 && uart_tx_done) begin	 
		uart_tx_en <= 1;
		uart_tx_data <= fx_cnt[7:0] + fx_cnt[15:8] + fx_cnt[23:16] + fx_cnt[31:24] + gate_cnt[7:0] + gate_cnt[15:8] + gate_cnt[23:16] + gate_cnt[31:24];
		send_state <= 19;
	end
	else if(send_state == 19) begin
		uart_tx_en <= 0;
		send_state <= 20;
	end
	else if(send_state == 20 && uart_tx_done) begin	 
		uart_tx_en <= 1;
		uart_tx_data <= 8'h5a;
		send_state <= 21;
	end
	else if(send_state == 21) begin
		uart_tx_en <= 0;
		send_state <= 22;
	end
end
endmodule
module fre_measure_top(
	input	clk_sys,
	input	rst_n,
	input	clk_fx,
	output	uart_tx
);
wire	[31:0]	fx_cnt;
wire	[31:0]	gate_cnt;
wire	data_ready;
wire	uart_tx_done;
wire	uart_tx_en;
wire	[7:0]	uart_tx_data;
fre_measure fre_measure_u(
	.clk(clk_sys),
	.rst_n(rst_n),
	.clk_fx(clk_fx),
	.read_fx_cnt(fx_cnt),
	.read_gate_cnt(gate_cnt),
	.read_over(data_ready)
);
uart_tx_path uart_tx_path_u(
	.clk_i(clk_sys),
	.uart_tx_data_i(uart_tx_data),
	.uart_tx_en_i(uart_tx_en),
	.uart_tx_o(uart_tx),
	.uart_tx_done_o(uart_tx_done)
);
data_send data_send_u(
	.clk(clk_sys),
	.rst_n(rst_n),
	.fx_cnt(fx_cnt),
	.gate_cnt(gate_cnt),
	.data_ready(data_ready),
	.uart_tx_done(uart_tx_done),
	.uart_tx_data(uart_tx_data),
	.uart_tx_en(uart_tx_en)
);
endmodule
module fre_measure(
	input	clk,
	input	rst_n,
	input	clk_fx,
	output	reg	[31:0] read_fx_cnt,
	output	reg	[31:0] read_gate_cnt,
	output	reg	read_over
);
reg		[31:0]      gate_cnt;
reg		[31:0]      fx_cnt;
reg					timing;
reg			        capture;
reg			        start;
reg                 stop;
reg     [31:0]      delay_cnt;
reg                 fx_cnt_clear_flag;
always @(posedge clk_fx or negedge rst_n) begin
	if(!rst_n) begin
		timing <= 0;
		fx_cnt <= 0;
		stop <= 0;
	end
	else if(fx_cnt_clear_flag) begin
		fx_cnt_clear_flag <= 0;
		fx_cnt <= 0;
		stop <= 0;
	end
	else if(capture) begin	
		timing <= 0;
		stop <= 1;
		fx_cnt_clear_flag = 1;
	end
	else if(start) begin
		timing <= 1;
		fx_cnt <= fx_cnt + 1;
	end
end
always @(posedge clk or negedge rst_n) begin
	if(!rst_n)
		gate_cnt <= 0;
	else if(read_over)
		gate_cnt <= 0;
	else if(timing)
		gate_cnt <= gate_cnt + 1;
end
always @(posedge clk or negedge rst_n) begin
	if(!rst_n) begin
		capture <= 0;
	end 
	else if((gate_cnt > 21_000_000) && start) begin
		capture <= 1;
	end
	else if(!start) begin
		capture <= 0;
	end
end
always @(posedge clk or negedge rst_n) begin
	if(!rst_n) begin
		start <= 0;
		delay_cnt <= 0;
		read_fx_cnt <= 0;
		read_gate_cnt <= 0;
		read_over <= 0;
	end
	else if(stop && !read_over) begin
		start <= 0;
		read_over <= 1;
		read_fx_cnt <= fx_cnt;
		read_gate_cnt <= gate_cnt;
	end
	else if(delay_cnt == 1_000_000) begin	
		start <= 1;
		read_over <= 0;
		delay_cnt <= 0;
	end
	else if(!timing)
		delay_cnt <= delay_cnt + 1;
end
endmodule
`timescale 1ns / 1ps
module uart_tx_path(
	input clk_i,
	input [7:0] uart_tx_data_i,			 
	input uart_tx_en_i,					 
	output uart_tx_o,
	output reg uart_tx_done_o				 
);
parameter BAUD_DIV     = 13'd434;       
parameter BAUD_DIV_CAP = 13'd217;       
reg [12:0] baud_div=0;			          
reg baud_bps=0;				              
(* MARKDEBUG = "TRUE" *)reg [9:0] send_data=10'b1111111111;      
(* MARKDEBUG = "TRUE" *)reg [3:0] bit_num=0;	                 
reg uart_send_flag=0;	                 
reg uart_tx_o_r=1;		                 
always@(posedge clk_i)
begin
	if(baud_div==BAUD_DIV_CAP)	         
		begin
			baud_bps<=1'b1;
			baud_div<=baud_div+1'b1;
		end
	else if(baud_div<BAUD_DIV && uart_send_flag) 
		begin
			baud_div<=baud_div+1'b1;
			baud_bps<=0;	
		end
	else
		begin
			baud_bps<=0;
			baud_div<=0;
		end
end
always@(posedge clk_i)
begin
	if(uart_tx_en_i)	 
		begin
			uart_tx_done_o <= 1'b0;
			uart_send_flag<=1'b1;
			send_data<={1'b1,uart_tx_data_i,1'b0}; 
		end
	else if(bit_num==4'd10)	 
		begin
			uart_send_flag <= 1'b0;
			send_data <= 10'b1111_1111_11;
			uart_tx_done_o <= 1'b1;
		end
end
always@(posedge clk_i)
begin
	if(uart_send_flag)	 
		begin
			if(baud_bps) 
				begin
					if(bit_num<=4'd9)
						begin
							uart_tx_o_r<=send_data[bit_num];	 
							bit_num<=bit_num+1'b1;
						end
				end
			else if(bit_num==4'd10)
				bit_num<=4'd0;
		end
	else
		begin
			uart_tx_o_r<=1'b1;	 
			bit_num<=0;
		end
end
assign uart_tx_o=uart_tx_o_r;
endmodule
```
**flow/run.sh**
```bash
#!/bin/bash
# OpenROAD 26Q1-2900-gdf79404cd8, Yosys 0.63+post, stock flow scripts
make -C /OpenROAD-flow-scripts/flow DESIGN_CONFIG=/design/flow/config.mk WORK_HOME=/design/flow/orfs finish
```
==> flow_summary.json <==
{
  "first_pass_iters": 6,
  "chipHeight_um": 202,
  "p_per_area_nw_per_um2": 304,
  "avgRoutedWirePerCell_um": 15.1,
  "ys.flop_type": "dfrtp_1",
  "antenna_found_initial": 0,
  "combPwrFrac": 0.010,
  "rsz0062_at_grt": "yes",
  "hold_violations": 0,
  "drc_errors": 0,
  "min_path_type": "primary input to async pin",
  "layout_top_cells": "dfrtp_1, nor2_1, nand2_1",
  "cts_num_sinks": 229,
  "worstSetupPathType": "flip-flop to flip-flop",
  "setup-tns-final_ns": 0,
  "ant_nets": 0,
  "seq_power_share": 0.520,
  "place_ws_ns": -0.0224,
  "ys.warnings.count": 3,
  "synthCells": 1202,
  "fin_area_um2": 13400,
  "synth.avg_cell_area_um2": 10.0,
  "arrival_ns": 4.65,
  "worst_setup_hold_path_clk_slew_ns": 0.07,
  "die.size.x_um": 202,
  "final.setup.worst_slack_ns": 0.136,
  "cts_tree": "yes",
  "ir_worst_vdd_v": 0.000232,
  "synth_area_um2": 12100,
  "final_util": 0.338,
  "pin_count": 4,
  "core_util_floorplan": 0.304,
  "num_antenna_cells": 0,
  "dp_hpwl_mm": 18.5,
  "core_area_um2": 39600,
  "ys_seq_frac": 0.470,
  "syn_to_final_growth_pct": 11.2,
  "yosys-stat-area_um2": 12100,
  "grt_pass1_vias": 8285,
  "nFillCells": 3965,
  "grt_pass1_wl_mm": 44.2,
  "path_max_fanout": 2,
  "synthArstFlopShare": 0.865,
  "end_kind": "flip-flop",
  "grt_use_total": 0.139,
  "finalMaxSlewViolations": 0,
  "ys.flops": 229,
  "io_buffer_count": 2,
  "warning_count": 35,
  "p_leak_nw": 6.00,
  "dpl-instance-area_um2": 12600,
  "cts_hold_buffers": 0,
  "yosys_cells": 1202,
  "slew_headroom": 0.453,
  "tightest_slew_ns": 0.819,
  "vias": 8382,
  "yosys.cell_types.count": 73,
  "final_cells": 1735,
  "dpl.cell_count": 1692,
  "viasPerCell": 4.83,
  "die_area_um2": 41000,
  "num_rows": 73,
  "p_sw_mw": 0.847,
  "finalSetupViolCount": 0,
  "r2r_cells": 16,
  "status": "finished clean",
  "required_ns": 4.79,
  "drive_above_1_share": 0.0950,
  "grt_max_degree": 112,
  "drt-initial-drc-count": 515,
  "intPower_mw": 3.22,
  "clkPwrFrac": 0.470,
  "edf_count": 9,
  "maxCapViolCount": 0,
  "clock-skew-final_ns": 0.0109,
  "cp-start-kind": "flip-flop",
  "r2r-end": "data_send_u.uart_tx_data[6]$_DFFE_PN0P_",
  "reg2reg_setup_slack_ns": 0.14,
  "swShare": 0.208,
  "gp_congestion": 0.934,
  "final_common_cell": "dfrtp_1",
  "drt-total-wl_mm": 26.2,
  "grt_overflow": 0,
  "r2r_start": "fre_measure_u.read_gate_cnt[26]$_DFFE_PN0P_"
}
cell usage after synthesis (30+ instances only):
| cell | instances | area (um2) |
|---|---|---|
| dfrtp_1 | 197 | 4930 |
| nor2_1 | 123 | 462 |
| nand2_1 | 109 | 409 |
| inv_1 | 103 | 387 |
| o21ai_0 | 70 | 350 |
| xnor2_1 | 56 | 490 |
| xor2_1 | 51 | 447 |
| a21oi_1 | 44 | 220 |
| fa_1 | 39 | 781 |
| nand3_1 | 35 | 175 |
| clkbuf_1 | 34 | 128 |
| mux2_2 | 30 | 338 |
power by group through the flow:
| stage | combinational [mW] | clock [mW] | sequential, mW |
|---|---|---|---|
| 4_1_cts | 0.0452 | 1.97 | 2.11 |
| 5_1_grt | 0.0501 | 2.06 | 2.11 |
| 6_report | 0.0415 | 1.91 | 2.11 |
routing by layer:
| metal | global-route usage | part of all wire |
|---|---|---|
| met1 | 0.211 | 0.47 |
| met2 | 0.205 | 0.45 |
| met3 | 0.0440 | 0.065 |
| met4 | 0.0175 | 0.012 |
| met5 | 0.00595 | 0 |
how the worst max path moves through the flow:
stage | to | slack, ns | cells after the start | from
4_1_cts | data_send_u.uart_tx_data[6]$_DFFE_PN0P_ | 0.04 | 16 | fre_measure_u.read_gate_cnt[2]$_DFFE_PN0P_
5_1_grt | data_send_u.uart_tx_data[5]$_DFFE_PN0P_ | -0.04 | 15 | fre_measure_u.read_fx_cnt[11]$_DFFE_PN0P_
6_report | data_send_u.uart_tx_data[6]$_DFFE_PN0P_ | 0.14 | 16 | fre_measure_u.read_gate_cnt[26]$_DFFE_PN0P_
logic make-up after synthesis:
group                      synth area share
AOI/OAI and AO/OA                    0.0989
xor gates and xnor gates             0.0815
adders and majority gates            0.0845
buffers and inverters                0.0499
DFF                                   0.470
muxes                                0.0351
other                              0.000311
and+or+nand+nor                       0.180
repair_timing:
item	CTS	global route
setup buffers	0	3
gates resized	2	9
pin swaps	0	16
setup endpoints to repair	2	3
layout make-up:
| class | count | area [um2] | share of cell area |
|---|---|---|---|
| tap | 525 | 657 | 0.0490 |
| multi-input combinational | 822 | 5820 | 0.434 |
| inverter | 103 | 387 | 0.0288 |
| clock inverter | 12 | 121 | 0.00905 |
| sequential | 229 | 5670 | 0.423 |
| clock buffer | 28 | 613 | 0.0457 |
| timing repair buffer | 16 | 141 | 0.0105 |
critical path, stage by stage (launching register included):
cell and delay, ns:
dfrtp_1 0.34, inv_1 0.07, fa_1 0.53, inv_1 0.06
fa_1 0.46, fa_1 0.54, inv_1 0.05, fa_1 0.52
inv_1 0.04, ha_2 0.18, fa_2 0.34, a21o_1 0.20
a21oi_2 0.12, xnor2_1 0.12, o221ai_1 0.12, a221oi_1 0.29
mux2_4 0.19
registers in the layout, summed over array words and instances (netlist names), 9 cells and up:
name and flops:
fre_measure_u.read_gate_cnt 32, data_send_u.send_state 22, fre_measure_u.gate_cnt 32, fre_measure_u.delay_cnt 32, fre_measure_u.fx_cnt 32, fre_measure_u.read_fx_cnt 32
uart_tx_path_u.send_data 9, uart_tx_path_u.baud_div 13
stage by stage:
step	power (mW)	hold WS (ns)
after floorplan	2.16	0.349
after global placement	2.20	0.381
after detailed placement	2.20	0.387
after CTS	4.12	0.317
after global routing	4.22	0.322
final	4.07	0.322
Power is estimated from default activity; no workload was simulated.
